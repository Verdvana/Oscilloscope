## /design/flow/run.sh

```bash
#!/bin/bash
# OpenROAD 26Q1-2900-gdf79404cd8, Yosys 0.63+post, stock flow scripts
make -C /OpenROAD-flow-scripts/flow DESIGN_CONFIG=/design/flow/config.mk WORK_HOME=/design/flow/orfs finish
```

## /design/flow/config.mk

```make
export PLATFORM = sky130hd
export DESIGN_NAME = data_process
export DESIGN_NICKNAME = data_process
export VERILOG_FILES = /design/flow/design.v
export SDC_FILE = /design/flow/constraint.sdc
export NUM_CORES = 4
export LEC_CHECK = 1
export CORE_UTILIZATION = 30
```

## /design/flow/constraint.sdc

```tcl
current_design data_process

set clk_period 8.7
set clk_io_pct 0.2

create_clock -name clk0 -period $clk_period

set non_clock_inputs [all_inputs -no_clocks]
set_input_delay [expr $clk_period * $clk_io_pct] -clock clk0 $non_clock_inputs
set_output_delay [expr $clk_period * $clk_io_pct] -clock clk0 [all_outputs]
```

## /design/flow/design.v

```verilog
module data_process
(
							input    clk,
							input    clk_adc_dout_0,
							input    clk_data_rst_n,
							input    rst_n,
							output   clk_data_process,
							input [11:0]   dout_0,
							output  reg    write_enable=0,
							output  reg       data_rst_n=0,
							output [18:0]  z
);
reg [19:0] cnt; 
reg [19:0] address;
wire data_rst_n_2;
assign data_rst_n_2=data_rst_n & write_enable;
assign clk_data_process = data_rst_n ? (data_rst_n_2?clk_data_rst_n:clk):clk_adc_dout_0;
always@(posedge clk_data_process or negedge rst_n)
begin
	if(!rst_n)
		cnt<=20'b0;
	else if(cnt==20'd768799)
		cnt<=20'b0;
	else 
		cnt<=cnt+1'b1;
end
always@(posedge clk_data_process or negedge rst_n)
begin
	if(!rst_n)
		address<=19'b0;
	else if(cnt==20'd383999)
		address<=19'b0;
	else if(cnt>=20'd384799)
		address<=19'b0;
	else 
		address<=address+1'b1;
end
always@(posedge clk_data_process or negedge rst_n)
begin
	if(!rst_n)
		data_rst_n<=1'b0;
	else if(cnt>=20'd383999&&cnt<=20'd384799)
		data_rst_n<=1'b0;
	else 
		data_rst_n<=1'b1;
end
always@(posedge clk_data_process or negedge rst_n)
begin
	if(!rst_n)
		write_enable<=1'b0;
	else if(cnt<=19'd384799)
		write_enable<=1'b1;
	else 
		write_enable<=1'b0;
end
assign z = (data_rst_n )?(address ): ( 17'd101600 + address - dout_0[11:5]*800);
endmodule
```

==> impl_metrics.json <==
{
  "crit_fanout": 5,
  "crit_chain": "clkdlybuf4s50_1 > ha_1 > ha_1 > fa_1 > ha_1 > nor2b_1 > o21ai_0 > nand2b_1 > a21o_1 > a21oi_1 > xnor2_1 > ha_1 > inv_1 > ha_1 > buf_4 > nand2_1 > nor2_1 > a211o_1 > o311ai_1 > or4_1 > clkdlybuf4s50_1",
  "synth_area_per_cell_um2": 8.41,
  "max_freq_mhz": 119,
  "warning_count": 42,
  "stdcell_area_um2": 4350,
  "hold_path.class": "primary input to output pin",
  "synth-seq-cells": 41,
  "maxSlewViolCount": 0,
  "critPathMostFrequentCell": "ha_1",
  "rows": 40,
  "vias": 3027,
  "maxCapViolCount": 0,
  "path_buffers": 4,
  "gp_congestion": 0.882,
  "placed_cell_area_um2": 4340,
  "p_int_mw": 0.103,
  "timing.critical_path.from": "dout_0[8]",
  "setup_viol": 0,
  "cp_top_family": "adder cells",
  "worstHoldPathCells": 4,
  "cp.required_ns": 6.96,
  "drt-pass1-iter-count": 4,
  "total_leakage_power_nw": 2.07,
  "wl_per_cell_um": 11.3,
  "post-dp-hpwl_um": 5890,
  "edf_count": 0,
  "min_from": "clk",
  "min_period_ns": 8.38,
  "drt_iter0_drc": 119,
  "grt_max_degree": 42,
  "top_cell_area_share_pct": 27.0,
  "antennaDiodeCount": 0,
  "drive_gt1_share_pct": 4.15,
  "area_growth_pct": 14.3,
  "die.size.y_um": 115,
  "flop_cell": "dfrtp_1",
  "seq_area_um2": 1030,
  "power_density_nw_per_um2": 54.3,
  "worst_slew_pin_slew_ns": 0.595,
  "syn-instance-count": 452,
  "grt_pass1_wl_um": 13200,
  "logic_area_um2": 2590,
  "crit_type": "primary input to output pin",
  "drc": 0,
  "end_kind": "output pin",
  "netSwitchingPower_mw": 0.133,
  "yosysUniqueCellTypes": 56,
  "async_flop_share_pct": 100,
  "setup_tns_ns": 0,
  "top_cells_by_area": "dfrtp_1 (27%), ha_1 (20%), xnor2_1 (6.9%)",
  "status": "finished, final reports clean",
  "routed_wl_um": 7330,
  "die_x_um": 115,
  "syn_area_um2": 3800,
  "rsz0062_at_grt": "no",
  "slowest_stage": "clkdlybuf4s50_1",
  "slew_headroom_pct": 60.0,
  "antenna_found_initial": 0,
  "crit_path_start_kind": "primary input",
  "ir_drop_mv": 0.0365,
  "layout_top_cells": "ha_1 (60), nor2_1 (48), nand2_1 (46)",
  "cp_num_cells": 21,
  "yosysSeqAreaShare_pct": 27.0,
  "crit_path_max_incr_delay_ns": 0.54,
  "lay_top_count": "ha_1",
  "first_global_vias": 2974,
  "untimed_endpoints": 48,
  "fillers": 1221,
  "fin_crit_sh_pct": 96.3,
  "ys_warn_count": 1,
  "synth_chip_area_um2": 3800,
  "holdBufCountCts": 0,
  "core_um2": 12200,
  "vias_per_cell": 4.66,
  "whs_endpoint": "clk_data_process",
  "unclocked_pins": 41,
  "hold_viol": 0,
  "cp.arrival_ns": 6.64,
  "chip_area_um2": 13100,
  "port-buffer-count": 33,
  "ant_nets": 0,
  "initial_core_util_pct": 31.3,
  "largest_area_cell": "dfrtp_1",
  "io_pins": 38,
  "netSwitchingFraction_pct": 56.2,
  "yosys_cells": 452,
  "grt.overflow.total": 0,
  "grt_usage_pct": 12.3
}
-- layer usage --
| metal | global-route usage (%) | wire length [um] | up-vias |
|---|---|---|---|
| met5 | 0 | 0 | - |
| met4 | 1.04 | 73 | 0 |
| met2 | 21.1 | 3370 | 30 |
| met1 | 18.5 | 3790 | 1365 |
| li1 | - | - | 1626 |
| met3 | 0.108 | 96 | 6 |
-- worst max-delay path by stage --
stage         endpoint  slack (ns)
CTS              z[18]         0.1
global route     z[17]        0.01
finish           z[18]        0.32
-- cells by family after synthesis --
group	share of synthesized area (%)
AND-OR/OR-AND	14.3
XOR/XNOR	12.0
adder cells (fa/ha/maj)	20.8
buffers and inverters	5.36
flip-flops	27.0
multiplexers	0.263
AND/OR/NAND/NOR	20.3
-- per-stage QoR --
step,total power [mW],util (%),hold slack [ns],setup slack [ns],cells
5_1_grt,0.274,35.8,4.56,0.00990,650
6_report,0.236,35.8,4.51,0.319,650
3_3_place_gp,0.230,35.7,4.52,0.187,650
2_1_floorplan,0.185,-,4.00,1.39,452
3_5_place_dp,0.232,35.7,4.52,0.128,650
4_1_cts,0.235,35.7,4.52,0.0990,650
-- flip-flops by register name (all words and copies together) (netlist names) --
name,count
address,19
cnt,20
data_rst_n,1
write_enable,1
-- layout make-up --
type	instances	area share (%)
Tap cell	168	4.83
Sequential cell	41	23.6
Timing Repair Buffer	39	8.52
Inverter	41	3.54
Multi-Input combinational cell	361	59.5
-- cells in the mapped netlist, types with 2 or more instances --
library cell / count
ha_1: 60
nor2_1: 48
nand2_1: 46
dfrtp_1: 41
inv_1: 40
xnor2_1: 30
o21ai_0: 25
a21oi_1: 24
xor2_1: 22
nand3_1: 15
nor3_1: 11
and3_1: 8
nand4_1: 7
clkbuf_1: 5
nor2b_1: 5
a21o_1: 4
and2_1: 4
o211ai_1: 4
o21a_1: 4
or3_1: 4
and4_1: 3
nand2b_1: 3
o31ai_1: 3
buf_4: 2
fa_1: 2
o31a_1: 2
-- what timing repair did --
item                                    4_1_cts  5_1_grt
gates resized                                 0        3
endpoints found under the setup margin        0        1
buffers inserted                              0        0
No activity file was given, so power comes from the tool's default toggle rates.
