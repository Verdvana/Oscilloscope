$ cat flow/config.mk
export PLATFORM = sky130hd
export DESIGN_NAME = tft_driver
export DESIGN_NICKNAME = tft_driver
export VERILOG_FILES = /design/flow/design.v
export SDC_FILE = /design/flow/constraint.sdc
export NUM_CORES = 4
export LEC_CHECK = 1
export CORE_AREA = 10 10 110 110
export DIE_AREA = 0 0 120 120
$ cat flow/constraint.sdc
current_design tft_driver

set clk_period 5.4
set clk_io_pct 0.2

create_clock -name clk0 -period $clk_period [get_ports {clk}]

set non_clock_inputs [all_inputs -no_clocks]
set_input_delay [expr $clk_period * $clk_io_pct] -clock clk0 $non_clock_inputs
set_output_delay [expr $clk_period * $clk_io_pct] -clock clk0 [all_outputs]
$ cat flow/design.v
module tft_driver(
							input clk,     
							input rst_n,
							input [15:0] data_in,    
							output [10:0] hcount,
							output [10:0] vcount,
							output [15:0] tft_rgb,    
							output tft_hsync,
							output tft_vsync,
							output tft_clk,
							output tft_blank_n,
							output tft_pwm
);
	reg [10:0] hcount_r;    
	reg [10:0] vcount_r;		 
	wire hcount_ov;
	wire vcount_ov;
	wire dat_act;   
	parameter 
		tft_hsync_end 		=11'd1,
		hdat_begin 		=11'd46,
		hdat_end			=11'd846,
		hpixel_end		=11'd1056,
		tft_vsync_end		=11'd1,
		vdat_begin		=11'd24,
		vdat_end			=11'd504,
		vline_end		=11'd524;
	assign hcount=dat_act ? (hcount_r-hdat_begin):11'd0;
	assign vcount=dat_act ? (vcount_r-vdat_begin):11'd0;
	assign tft_clk=clk;
	assign tft_blank_n=dat_act;
	assign tft_pwm=rst_n;
	always@(posedge clk or negedge rst_n)
	if(!rst_n)
		hcount_r<=11'd0;
	else if(hcount_ov)
		hcount_r<=11'd0;
	else
		hcount_r<=hcount_r+11'd1;
	assign hcount_ov=(hcount_r==hpixel_end);
	always@(posedge clk or negedge rst_n)
	if(!rst_n)
		vcount_r<=11'd0;
	else if(hcount_ov)
		begin
		if(vcount_ov)
		vcount_r<=11'd0;
		else
		vcount_r<=vcount_r+11'd1;
		end
	else
		vcount_r<=vcount_r;
	assign vcount_ov=(vcount_r==vline_end);
	assign dat_act=((hcount_r>=hdat_begin)&&(hcount_r<hdat_end))
						&&((vcount_r>=vdat_begin)&&(vcount_r<vdat_end));
	assign tft_hsync=(hcount_r>tft_hsync_end);
	assign tft_vsync=(vcount_r>tft_vsync_end);
	assign tft_rgb=(dat_act)?data_in:16'h0000;
endmodule
$ cat flow/run.sh
#!/bin/bash
# OpenROAD 26Q1-2900-gdf79404cd8, Yosys 0.63+post, stock flow scripts
make -C /OpenROAD-flow-scripts/flow DESIGN_CONFIG=/design/flow/config.mk WORK_HOME=/design/flow/orfs finish
==> flow_metrics.tcl <==
# metrics dict for downstream scripts
set metrics [dict create \
    run_status "completed" \
    grt-ovfl-total 0 \
    areaGrowthSynthToFinish_pct 42.8 \
    async_flop_share_pct 100 \
    rsz0062_at_grt "no" \
    antenna_left 0 \
    skew_ns 0.00884 \
    timing.setup.tns_ns 0 \
    initialDrtViolationCount 210 \
    first_pass_iters 5 \
    start_kind "clock port" \
    timing.hold.ws_ns 0.550 \
    setup_violations 0 \
    routabilityCongestion 0.897 \
    synth_chip_area_mm2 0.00180 \
    ys_types 40 \
    drc 0 \
    clk_pin_slew_ns 0.08 \
    min_path_cells 1 \
    path_delay_family "buffers and inverters" \
    top_cells_by_count "22 x dfrtp_1, 20 x nor3_1, 20 x nor3b_1, 17 x xnor2_1, 16 x clkbuf_1" \
    cp-end-kind "primary output" \
    slew_headroom_pct 57.8 \
    crit_cells 3 \
    synth_dominant_cell_count "dfrtp_1" \
    grt.met2_usage_pct 12.5 \
    cp_max_fo 2 \
    top_usage_layer "met2" \
    grtUsageMet1_pct 9.96 \
    synth_cells 216 \
    crit_required_ns 4.32 \
    hpwl_um 4250 \
    port_buffers 59 \
    nFillCells 1015 \
    leakagePower_uw 0.000914 \
    dieHeight_um 120 \
    fp_util_pct 18.4 \
    antenna_found_initial 0 \
    syn_avg_cell_area_um2 8.33 \
    cts_resized 0 \
    cts_tree "yes" \
    drive_above_1_share_pct 6.08 \
    netlist_area_mm2 0.00180 \
    met3_usage_pct 2.43 \
    ys.flops 22 \
    tool_warnings 33 \
    powerDensity_mw_per_mm2 139 \
    yosys.stat.seqShare_pct 30.6 \
    crit_buf_inv 3 \
    via_per_inst 4.30 \
    worst_path_max_delay_cell "clkdlybuf4s50_1" \
    core_mm2 0.00977 \
    top_cells_by_area "dfrtp_1 31%, nor3b_1 8.3%, xnor2_1 8.3%" \
    ff_type "dfrtp_1" \
    track_usage_pct 7.58 \
    grt_pass1_vias 1664 \
    wl_per_cell_um 14.1 \
    peakVddDrop_mv 0.0735 \
    crit_top_cell "clkbuf_8" \
    post_cts.repair.setup_buffers 0 \
    cpPeakStageDelay_ns 0.40 \
    num_io_pins 61 \
    tightest_slew_ns 0.627 \
    largest_area_cell "dfrtp_1" \
    wl_um 5600 \
    grt_max_degree 35 \
    dieArea_mm2 0.0144 \
    cp_cell_sequence "clkbuf_8 -> clkbuf_8 -> clkdlybuf4s50_1" \
    hold_viol 0 \
    slew_violations 0 \
    grt_pass1_wl_um 8900 \
    synth-edff-count 0 \
    vias 1703 \
    hp-class "reg -> reg" \
    worstSkewPairLatency_ns 0.37 \
    top_area_share_pct 30.6 \
    crit_type "clk -> out" \
    placementRows 36 \
    yosysWarnings 1 \
    antenna_cells 0 \
    die.size.x_um 120 \
    postCtsHoldBufs 0 \
    cp.arrival_ns 3.33 \
    reg2reg_depth 4 \
    ys_cells 216 \
    drv_cap 0 \
]
-- worst paths after layout --
kind                                end  slack, ns   startpoint
setup / recovery                tft_clk       0.99          clk
hold / removal              vcount_r[8]       0.55  vcount_r[8]
setup reg to reg           vcount_r[10]       3.09  hcount_r[7]
hold reg to reg             vcount_r[8]       0.55  vcount_r[8]
max in group asynchronous  vcount_r[10]       4.09        rst_n
min in group asynchronous   hcount_r[4]       1.07        rst_n
-- power by group --
| group | total, µW | leakage (µW) | switching (µW) | internal [µW] |
|---|---|---|---|---|
| combinational | 18.1 | 0.000569 | 4.89 | 13.2 |
| sequential | 165 | 0.000298 | 0 | 165 |
| clock | 174 | 0.0000471 | 64.8 | 109 |
| total | 356 | 0.000914 | 69.7 | 287 |
-- layout make-up --
| cell class | count | area (µm²) | share of cell area [%] |
|---|---|---|---|
| timing repair buffer | 62 | 611 | 23.8 |
| multi-input combinational | 160 | 1100 | 43.0 |
| sequential | 22 | 551 | 21.4 |
| clock buffer | 7 | 92.6 | 3.60 |
| inverter | 12 | 45.0 | 1.75 |
| tap | 133 | 166 | 6.48 |
-- routing by layer --
| layer | vias to the layer above | part of all wire [%] | routed length [µm] |
|---|---|---|---|
| met3 | 4 | 5.3 | 294 |
| met1 | 801 | 43 | 2400 |
| met5 | - | 0 | 0 |
| met2 | 39 | 51 | 2870 |
| li1 | 859 | - | - |
| met4 | 0 | 0.52 | 29 |
-- worst register-to-register path, cell delays in order, from the launching register on --
cell and delay, ns:
dfrtp_1 0.47, or4_4 0.59, or4_4 0.58, or4b_1 0.51, o21ai_0 0.08
-- through the flow --
| stage | cells | area [µm²] | total power (µW) | setup slack [ns] | util, % |
|---|---|---|---|---|---|
| floorplan | 216 | 1800 | 179 | 1.52 | - |
| global placement | 390 | 2490 | 199 | 1.25 | 25.4 |
| finish | 396 | 2570 | 356 | 0.994 | 26.3 |
| detailed placement | 390 | 2490 | 198 | 1.25 | 25.4 |
| CTS | 396 | 2570 | 364 | 0.974 | 26.3 |
| global route | 396 | 2570 | 374 | 0.959 | 26.3 |
-- cells in the final DEF, fill, tap and decap left out, types with 10 or more instances in the layout --
| master | n |
|---|---|
| a21oi_1 | 10 |
| clkdlybuf4s50_1 | 59 |
| dfrtp_1 | 22 |
| ha_1 | 11 |
| inv_1 | 12 |
| nand3_1 | 12 |
| nor3_1 | 20 |
| nor3b_1 | 20 |
| xnor2_1 | 17 |
-- sequential cells by signal, summed over array words and instances (netlist names) --
name      count
hcount_r     11
vcount_r     11
-- kinds of logic (layout without fill, tap and decap cells) --
logic type                 count (synthesis)  count (layout)  share of synthesized area, %
xor gates and xnor gates                  22              22                          10.7
AOI/OAI and AO/OA                         30              30                          10.5
other                                      1               1                         0.208
buffers and inverters                     34              81                          8.21
adders and majority gates                 11              11                          7.65
and+or+nand+nor                           93              93                          30.5
DFF                                       22              22                          30.6
muxes                                      3               3                          1.67
No activity file was given, so power comes from the tool's default toggle rates.
