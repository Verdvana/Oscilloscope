==> design/flow/design.v <==
module AD7928(
					input                clk,
					input                rst_n,
					output reg [11:0]    dout_0,          
					output reg [11:0]    dout_1,
					output reg [11:0]    dout_2,
					output reg [11:0]    dout_3,
					output reg [11:0]    dout_4,
					output reg [11:0]    dout_5,
					output reg [11:0]    dout_6,
					output reg [11:0]    dout_7,
					output reg [7:0]     dout_vld,      
					input                adc_dout,      
					output reg           adc_din,       
					output reg           adc_sclk,      
					output reg           adc_cs_n       
);
reg [5:0]   cnt0;
always@(posedge clk or negedge rst_n)
begin
    if(!rst_n)
		begin
			cnt0 <= 0;
		end
    else if(cnt0 == 37)
		begin 	 
        cnt0 <= 0;
		end
    else
        cnt0 <= cnt0 + 1'b1;
end 
always@(posedge clk or negedge rst_n)
begin
    if(!rst_n)
		begin
			adc_cs_n <= 1;
		end
    else if(cnt0 == 2)
		begin 	 
        adc_cs_n <= 0;
		end
	else if(cnt0 == 35)
		begin 	 
        adc_cs_n <= 1;
		end
end 
always@(posedge clk or negedge rst_n)
begin
    if(!rst_n)
		begin
			adc_sclk <= 1;
		end
    else if(cnt0==3 | cnt0==5 | cnt0==7 | cnt0==9 | cnt0==11 | cnt0==13 | cnt0==15 | cnt0==17 | cnt0==19 | cnt0==21 | cnt0==23 | cnt0==25 | cnt0==27 | cnt0==29 | cnt0==31 | cnt0==33)
		begin 	 
        adc_sclk <= 0;
		end
	 else if(cnt0==4 | cnt0==6 | cnt0==8 | cnt0==10 | cnt0==12 | cnt0==14 | cnt0==16 | cnt0==18 | cnt0==20 | cnt0==22 | cnt0==24 | cnt0==26 | cnt0==28 | cnt0==30 | cnt0==32 | cnt0==34)
		begin 	 
        adc_sclk <= 1;
		end
end 
reg [2:0]  cnt_address;
reg cs_n;
reg cs_n_wrsigrise;
always@(posedge clk)
begin
	cs_n <=  adc_cs_n;
	cs_n_wrsigrise <= (!cs_n) & adc_cs_n;
end
always@(posedge clk or negedge rst_n)
begin
	if(!rst_n)
		begin
        cnt_address <= 0;
		end
	else if(cs_n_wrsigrise)
		if(cnt_address==3'b001) 
			begin
				cnt_address <= 0;
			end
		else
			begin
				cnt_address <= cnt_address + 1;
			end	
end
parameter  WRITE  = 1'b1;
parameter  PM     = 2'b11;
parameter  SEQ    = 1'b0;
parameter  SHADOW = 1'b0;
parameter  RANGE  = 1'b0;
parameter  CODING = 1'b1;
wire   [15:0]   data;
assign data ={WRITE,SEQ,1'b0,cnt_address,PM,SHADOW,1'b0,RANGE,CODING,4'b0000};    
always@(posedge clk or negedge rst_n)
begin
	if(!rst_n)
		begin
        adc_din <= 0;
		end
	else
		begin
			case(cnt0)
				6'b000010:adc_din = data[15];
				6'b000100:adc_din = data[14];
				6'b000110:adc_din = data[13];
				6'b001000:adc_din = data[12];
				6'b001010:adc_din = data[11];
				6'b001100:adc_din = data[10];
				6'b001110:adc_din = data[9];
				6'b010000:adc_din = data[8];
				6'b010010:adc_din = data[7];
				6'b010100:adc_din = data[6];
				6'b010110:adc_din = data[5];
				6'b011000:adc_din = data[4];
				6'b011010:adc_din = data[3];
				6'b011100:adc_din = data[2];
				6'b011110:adc_din = data[1];
				6'b100000:adc_din = data[0];
			endcase
		end
end
reg [14:0] dout ;
reg [4:0]cnt1;   
always@(posedge clk or negedge rst_n)
begin
	if(!rst_n)
		cnt1<=0;
	else if(adc_sclk && adc_cs_n==0)
		if(cnt1==16)
			cnt1<=0;
		else
			cnt1<=cnt1+1;
end
always@(posedge clk or negedge rst_n )
begin
	if(!rst_n)
		dout <= 0;
	else if (cnt0==1 )
		dout <= 0;
	else if ( cnt1<16 )	
		dout[15-cnt1] <= adc_dout;
end
always@(posedge adc_cs_n or negedge rst_n)
begin 
	if(!rst_n)
		begin
			dout_0<=0;
			dout_1<=0;
			dout_2<=0;
			dout_3<=0;
			dout_4<=0;
			dout_5<=0;
			dout_6<=0;
			dout_7<=0;
		end
	else 
		begin
			case (dout[14:12])
				3'b000: dout_0<=dout[11:0];
				3'b001: dout_1<=dout[11:0];
				3'b010: dout_2<=dout[11:0];
				3'b011: dout_3<=dout[11:0];
				3'b100: dout_4<=dout[11:0];
				3'b101: dout_5<=dout[11:0];
				3'b110: dout_6<=dout[11:0];
				3'b111: dout_7<=dout[11:0];		
				default: 
					begin
						dout_0<=0;
						dout_1<=0;
						dout_2<=0;
						dout_3<=0;
						dout_4<=0;
						dout_5<=0;
						dout_6<=0;
						dout_7<=0;
					end
			endcase
		end
end
always@(posedge clk or negedge rst_n)
begin 
	if(!rst_n)
		begin
			dout_vld<=8'b0000_0000;
		end
	else if( cs_n_wrsigrise ==1)
		begin
			case (dout[14:12])
				3'b000: dout_vld<=8'b00000001;
				3'b001: dout_vld<=8'b00000010;
				3'b010: dout_vld<=8'b00000100;
				3'b011: dout_vld<=8'b00001000;
				3'b100: dout_vld<=8'b00010000;
				3'b101: dout_vld<=8'b00100000;
				3'b110: dout_vld<=8'b01000000;
				3'b111: dout_vld<=8'b10000000;		
				default:dout_vld<=8'b00000000;		
			endcase
		end
	else
		dout_vld<=8'b00000000;
end
endmodule
==> design/flow/run.sh <==
#!/bin/bash
# OpenROAD 26Q1-2900-gdf79404cd8, Yosys 0.63+post, stock flow scripts
make -C /OpenROAD-flow-scripts/flow DESIGN_CONFIG=/design/flow/config.mk WORK_HOME=/design/flow/orfs finish
==> design/flow/config.mk <==
export PLATFORM = sky130hd
export DESIGN_NAME = AD7928
export DESIGN_NICKNAME = AD7928
export VERILOG_FILES = /design/flow/design.v
export SDC_FILE = /design/flow/constraint.sdc
export NUM_CORES = 4
export LEC_CHECK = 1
export CORE_UTILIZATION = 50
==> design/flow/constraint.sdc <==
current_design AD7928

set clk_period 2.6
set clk_io_pct 0.2

create_clock -name clk0 -period $clk_period [get_ports {clk}]

set non_clock_inputs [all_inputs -no_clocks]
set_input_delay [expr $clk_period * $clk_io_pct] -clock clk0 $non_clock_inputs
set_output_delay [expr $clk_period * $clk_io_pct] -clock clk0 [all_outputs]
==> results.py <==
# Generated from Yosys and OpenROAD reports
metrics = {
    "final_layout": {
        "final_cells": 697,
        "layout-drive-gt1-share": 0.238,
        "syn_to_final_growth_pct": 25.9,
        "final_core_util": 0.644,
        "fin_area_mm2": 0.00735,
        "regMostFlops": "dout",
        "nFillCells": 872,
        "largest_reg_flops": 15,
    },
    "logic_synthesis": {
        "ys_ff": 138,
        "yosysWarnings": 1,
        "synth-edff-count": 0,
        "ys_seq_frac": 0.590,
        "synthTopCellsByArea": "dfrtp_1 57%, mux2_2 18%, mux2i_1 2.7%",
        "async_flop_share": 0.986,
        "yosys_cells": 440,
        "netlist_area_mm2": 0.00584,
        "synthesis.instances": 440,
        "yosysMostFrequentCell": "dfrtp_1",
        "top_cells_by_count": "134 x dfrtp_1, 94 x mux2_2, 34 x nand2_1, 18 x nand3_1, 16 x mux2i_1",
        "top_area_cell": "dfrtp_1",
        "ys_types": 44,
        "top_cell_area_share": 0.574,
        "syn_area_per_cell_um2": 13.3,
        "ff_type": "dfrtp_1",
        "yosysChipArea_mm2": 0.00584,
    },
    "clocking": {
        "cts-root-buf": "clkbuf_16",
        "clk_latency_ps": 280,
        "cts_tree": "done",
        "htreeDepth": 2,
        "clkTransAtPathRegs_ps": 60,
        "clock_path_buffers": 2,
        "cts_buffers": 5,
    },
    "floorplan": {
        "core-area_mm2": 0.0114,
        "initial_utilization": 0.511,
        "ioPinCount": 110,
        "die_h_um": 110,
        "dieArea_mm2": 0.0121,
        "die_w_um": 110,
        "fp-row-count": 39,
    },
    "route": {
        "drtPass1Iterations": 4,
        "drt_iter0_drc": 155,
        "drc": 0,
        "ant_nets": 0,
        "routedWlPerCell_um": 17.5,
        "vias": 3772,
        "wl_mm": 12.2,
        "viasPerCell": 5.41,
        "insertedDiodeCount": 0,
    },
    "final_timing": {
        "fin_worst_skew_ps": 9.28,
        "maxSlewViolCount": 0,
        "final.min_clock_period_ps": 2430,
        "unclocked_regs": 96,
        "worst_pin_slew_ps": 821,
        "tns_ps": 0,
        "finalHoldViolCount": 0,
        "period_used_share": 0.935,
        "fmax_mhz": 411,
        "timing.final.setup_violations": 0,
        "rsz0062_at_grt": "false",
        "max_slew_margin": 0.453,
        "unconstrained_endpoints": 192,
    },
    "pwr": {
        "power_uw": 1340,
        "power.density_mw_per_mm2": 182,
        "ir_drop_mv": 0.269,
        "p_leak_uw": 0.00330,
    },
    "critical_path": {
        "path_max_fanout": 6,
        "r2r_slack_ps": 170,
        "end_kind": "register",
        "crit_required_ps": 2730,
        "worstSetupPathType": "register to register",
        "start_kind": "register",
        "crit_arrival_ps": 2570,
    },
    "placed_design": {
        "dpl.hpwl_mm": 8.48,
        "placed_cells": 688,
        "placed_area_mm2": 0.00717,
        "gp_congestion": 0.848,
        "port_buffers": 109,
    },
    "grt": {
        "grt_pass1_wl_mm": 19.5,
        "antenna_found_initial": 0,
        "gr-usage-all-layers": 0.222,
        "grt_max_degree": 99,
        "grt_pass1_vias": 3644,
        "overflow": 0,
    },
    "flow_run": {
        "maxCapViolations": 0,
        "tool_warnings": 31,
    },
    "min_path": {
        "worstHoldPathType": "input pin to asynchronous set/reset pin",
    },
    "run_status": {
        "status": "finished, final reports clean",
    },
}
-- routing by layer --
layer,vias to the layer above,GRT usage,share of wire
li1,1766,-,-
met1,1896,0.367,0.46
met2,105,0.346,0.48
met3,5,0.0395,0.060
met4,0,0.0105,0.0030
met5,-,0,0
-- final cells by class --
cell class	instances	area, um^2	share of cell area
sequential	138	3450	0.469
timing repair buffer	127	1230	0.167
inverter	10	37.5	0.00511
multi-input combinational	271	2320	0.316
clock buffer	8	136	0.0186
tap	143	179	0.0243
-- cell families after synthesis --
group | share of synthesized area
flip-flops | 0.590
adder cells (fa/ha/maj) | 0.0257
AND-OR/OR-AND | 0.0259
buffers and inverters | 0.0216
XOR/XNOR | 0.0150
multiplexers | 0.213
AND/OR/NAND/NOR | 0.109
-- stage by stage --
stage	worst slack [ps]	hold WS, ps
global route	26.8	307
CTS	50.1	291
finish	168	235
global placement	161	371
floorplan	81.9	224
detailed placement	80.3	373
-- final timing paths --
check	startpoint	endpoint	depth (start not counted)
max reg2reg	cnt1[1]	dout[5]	7
min in group clk0	cs_n	cs_n_wrsigrise	1
min reg2reg	cs_n	cs_n_wrsigrise	1
min	rst_n	cnt1[4]	1
max in group asynchronous	rst_n	cnt0[5]	1
max	cnt1[1]	dout[5]	7
-- where the power goes --
group	switching, uW	internal [uW]	leakage, uW
Sequential	4.35	654	0.00175
Combinational	64.2	27.3	0.00148
Clock	232	357	0.0000652
-- worst max-delay path, stage by stage (launching register included) --
cell and delay (ps):
dfrtp_1 440, nand3_2 110, nand3b_1 200, ha_1 310, or4b_4 610, nor4_4 370, nand2_1 120, mux2i_1 130
-- placed cells by master (no fill, tap or decap), types with 4 or more instances in the layout --
cell type	n
nor2b_1	6
nand3_1	17
ha_1	12
and2_1	4
mux2_2	94
nand2_1	34
clkbuf_16	5
dfrtp_1	134
nand2b_1	7
a21oi_1	7
clkdlybuf4s50_1	108
nor2_1	13
o21ai_0	6
buf_4	18
mux2i_1	16
inv_1	10
nand3b_1	6
xnor2_1	7
-- timing repair --
action,in CTS,in global routing
gates resized,0,5
setup endpoints to repair,0,12
endpoints found under the hold margin,0,0
hold buffers,0,0
buffers inserted,0,1
No activity file was given, so power comes from the tool's default toggle rates.
